`flow/config.mk`:
```
export PLATFORM = sky130hd
export DESIGN_NAME = alu_mips
export DESIGN_NICKNAME = alu_mips
export VERILOG_FILES = /design/flow/design.v
export SDC_FILE = /design/flow/constraint.sdc
export NUM_CORES = 4
export LEC_CHECK = 1
export CORE_UTILIZATION = 40
```
`flow/constraint.sdc`:
```
current_design alu_mips

set clk_period 14.0
set clk_io_pct 0.2

create_clock -name clk0 -period $clk_period

set non_clock_inputs [all_inputs -no_clocks]
set_input_delay [expr $clk_period * $clk_io_pct] -clock clk0 $non_clock_inputs
set_output_delay [expr $clk_period * $clk_io_pct] -clock clk0 [all_outputs]
```
`flow/run.sh`:
```
#!/bin/bash
# OpenROAD 26Q1-2900-gdf79404cd8, Yosys 0.63+post, stock flow scripts
make -C /OpenROAD-flow-scripts/flow DESIGN_CONFIG=/design/flow/config.mk WORK_HOME=/design/flow/orfs finish
```
`flow/design.v`:
```
module alu_mips(a, b, control, outalu, zero);
input [31:0] a, b;
input [2:0] control;
output reg [31:0] outalu;
output zero;
always@(control, a, b)
begin
	case(control)
		0 : outalu=a&b;
		1 : outalu= a|b;
		4 : outalu=a+b;
		6 : outalu=a-b;
		7 : outalu=a<b?1:0;
		12 : outalu=~(a|b);
		default : outalu=0;
	endcase
end
assign zero=outalu==0?x1:0;
endmodule
```
==> results_dict.tcl <==
# implementation run metrics
set metrics [dict create \
    status "finished, final reports clean" \
    synth-simple-area-share_pct 14.0 \
    via_per_inst 5.52 \
    wl_mm 13.4 \
    die-area_um2 11700 \
    core_area_um2 10900 \
    cts_resized 0 \
    area_growth_pct 23.1 \
    p_per_area_nw_per_um2 38.8 \
    adder_share_pct 29.2 \
    fin_ws_ns 4.36 \
    relSlewSlack_pct 45.0 \
    synth_area_per_cell_um2 6.71 \
    ys_sh_mux_pct 2.89 \
    setup_tns_ns 0 \
    finalCritPeriodShare_pct 68.9 \
    worst_slew_pin_slew_ns 0.822 \
    period_minus_slack_ns 9.64 \
    clkbuf_count 0 \
    grt-ovfl-total 0 \
    syn_area_um2 4510 \
    synthTopCellsByArea "ha_1 (28%), inv_1 (9.0%), a21oi_1 (7.1%), o21ai_0 (5.4%), xnor2_1 (5.0%)" \
    min_path_type "in -> out" \
    initial_core_util_pct 41.4 \
    die_h_um 108 \
    first_pass_iters 4 \
    worstPathMaxFanout 4 \
    slew_violations 0 \
    cpLargestDelayFamily "AND-OR/OR-AND gates" \
    n_antenna_cell 0 \
    required_ns 11.20 \
    port-buffer-count 99 \
    dp_slack_ns 4.39 \
    grt_pass1_vias 4386 \
    antenna_found_initial 0 \
    holdBufCountCts 0 \
    dr.first_iter.drc_count 297 \
    topCombFamilyByArea "AND-OR/OR-AND gates" \
    maxCapViolations 0 \
    gp_congestion 0.952 \
    ir_drop_v 0.0000161 \
    synth.cellmix.compoundShare_pct 35.6 \
    grt_max_degree 50 \
    flops 0 \
    wl_per_cell_um 15.3 \
    cts_setup_buffers 0 \
    grt_pass1_wl_mm 22.1 \
    ys_seq_share_pct 0 \
    yosysTopAreaCellShare_pct 28.3 \
    leakagePower_nw 2.56 \
    ant_nets 0 \
    tool_warnings 102 \
    yosys_area_um2 4510 \
    synth.yosys.warnings 3 \
    path_cells "clkdlybuf4s50_1 -> inv_1 -> ha_1 -> fa_1 -> or2_1 -> a221oi_1 -> o32a_2 -> a311oi_2 -> o31ai_1 -> a31oi_1 -> o31ai_1 -> a21oi_1 -> xnor2_1 -> o22ai_1 -> clkdlybuf4s50_1" \
    synth-xor-area-share_pct 5.83 \
    synth_cells 672 \
    finalSetupViolCount 0 \
    cp.arrival_ns 6.84 \
    regArea_um2 0 \
    drc 0 \
    crit_path_start_kind "primary input" \
    synth_cell_types 67 \
    vias 4843 \
    whs_ns 6.64 \
    critical_path.max_stage_delay_ns 0.49 \
    pin_count 100 \
    rows 38 \
    crit_type "in -> out" \
    drive_gt1_share_pct 1.63 \
    die_w_um 108 \
    fmax_mhz 104 \
    hpwl_mm 10.5 \
    rsz0062_at_grt "no" \
    yosysTopAreaCell "ha_1" \
    hold_viol_final 0 \
    cp_slowest_cell "clkdlybuf4s50_1" \
    endpoint_kind "output pin" \
    cp_num_buf_inv 3 \
    grt_usage_pct 23.5 \
    yosysCellCount 672 \
]
synth_stat cells (2+ instances only):
cell and number:
o221ai_1 4, o21bai_1 15, a41oi_1 3, a21boi_0 2, inv_1 108, nor4_1 5
xor2_1 4, nand3b_1 3, o211ai_1 2, o31a_1 3, nand2b_1 5, buf_2 4
a21o_1 7, a211oi_1 8, nor2b_1 7, a31oi_1 5, a21oi_1 64, clkbuf_1 32
or3_1 4, nand4_1 4, nor2_1 43, nand2_1 27, xnor2_1 26, a311oi_1 2
a311o_1 2, o22ai_1 29, nand3_1 8, o21ai_1 5, o21ai_0 49, and3_1 2
nor3_1 12, mux2i_1 13, o31ai_1 9, a221oi_1 4, a22oi_1 12, fa_1 2
or4b_1 2, nor3b_1 2, ha_1 102, o21a_1 5
per-stage QoR:
step	power, W	area [um^2]	util (%)	cells
floorplan	0.000136	4510	-	672
global placement	0.000214	5550	51.0	877
detailed placement	0.000214	5550	51.0	877
CTS	0.000215	5550	51.0	877
global route	0.000240	5550	51.0	877
finish	0.000215	5550	51.0	877
routing by layer:
metal / up-vias / global-route usage [%] / share of wire [%]
met5: - / 0 / 0
met4: 0 / 1.57 / 0.41
met3: 7 / 0.982 / 4.9
met2: 143 / 38.1 / 45
met1: 2195 / 35.8 / 49
li1: 2498 / - / -
cell families (layout without fill, tap and decap cells):
| family | count (synthesis) | count (layout) |
|---|---|---|
| simple gates | 130 | 130 |
| buf+inv | 147 | 212 |
| xor+xnor | 30 | 30 |
| other cells | 1 | 1 |
| compound gates | 247 | 247 |
| mux | 13 | 13 |
| fa+ha+maj | 104 | 104 |
worst min-delay path, stage by stage:
cell and delay (ns):
buf_2 0.10, buf_4 0.29, o22ai_1 0.17, clkdlybuf4s50_1 0.48
path summary, 6_finish.rpt:
kind	from	depth (start not counted)	to
min	control[0]	4	outalu[6]
max	a[0]	15	outalu[24]
area by class of cell:
class	instances	area, um^2
fill	1034	5340
inverter	109	409
multi-input combinational	525	3950
tap	140	175
timing repair buffer	103	1020
report_power, final:
| part | total, W | switching [W] | leakage [nW] | internal [W] |
|---|---|---|---|---|
| clock | 0 | 0 | 0 | 0 |
| combinational | 0.000215 | 0.000113 | 2.56 | 0.000103 |
| sequential | 0 | 0 | 0 | 0 |
| total | 0.000215 | 0.000113 | 2.56 | 0.000103 |
layout by cell type, fill, tap and decap left out, types with 3 or more instances in the layout:
cell type / count
o31ai_1: 9
or3_1: 4
buf_4: 4
o22ai_1: 29
o31a_1: 3
a31oi_1: 5
a221oi_1: 4
o221ai_1: 4
o21bai_1: 15
o21ai_1: 5
ha_1: 102
nor3_1: 12
inv_1: 108
nor2b_1: 7
a21oi_1: 64
a211oi_1: 8
nor4_1: 5
mux2i_1: 13
nand2b_1: 5
a21o_1: 7
o21a_1: 5
xor2_1: 4
nor2_1: 43
nand3b_1: 3
nand2_1: 27
xnor2_1: 26
a41oi_1: 3
a22oi_1: 12
nand4_1: 4
clkdlybuf4s50_1: 98
o21ai_0: 49
nand3_1: 8
Power and IR drop assume default switching activity.
