==> flow/design.v <==
module div(clk, z, d, q, s);
	parameter z_width = 32;
	parameter d_width = z_width /2;
	input clk;                
	input  [z_width -1:0] z;  
	input  [d_width -1:0] d;  
	output [z_width -1:0] q;  
	output [z_width -1:0] s;  
	function sc;
	  input [z_width:0] si;
	  input [d_width:0] di;
	begin
	    sc = si[z_width] ~^ di[d_width];
	end
	endfunction
	function [z_width:0] gen_q;
	  input [z_width:0] q;
	  input             q0;
	begin
	    gen_q = {(q << 1), q0};
	end
	endfunction
	function [z_width:0] gen_s;
	  input [z_width:0] si;
	  input [z_width:0] di;
	  input             sel;
	begin
	    if(sel)
	      gen_s = {si[z_width-1:0], 1'b0} - di;
	    else
	      gen_s = {si[z_width-1:0], 1'b0} + di;
	end
	endfunction
	reg [z_width:0] q_pipe  [z_width:0];
	reg [z_width:0] s_pipe  [z_width:0];
	reg [z_width:0] d_pipe  [z_width:0];
	reg [z_width:0] qb_pipe;
	// synopsys translate_off
	initial
	begin
	  if(d_width > z_width)
	    $display("div.v parameter error (d_width > z_width). Divisor width larger than divident width.");
	end
	// synopsys translate_on
	integer n;
	always @(d)
	  d_pipe[0] <= {d[d_width -1], d, {(z_width-d_width){1'b0}} };
	always @(posedge clk)
	    for(n=1; n < z_width; n=n+1)
	       d_pipe[n] <= #1 d_pipe[n-1];
	always
	  begin
	    #1;
	    for(n=0; n < z_width; n=n+1)
	       qb_pipe[n] <= sc(s_pipe[n], d_pipe[n]);
	  end
	always@(z)
		s_pipe[0] <= {z[z_width -1], z};
	always @(posedge clk)
	    for(n=1; n < z_width; n=n+1)
	       s_pipe[n] <= #1 gen_s(s_pipe[n-1], d_pipe[n-1], qb_pipe[n-1]);
	always @(qb_pipe[0])
	  q_pipe[0] <= #1 { {(z_width){1'b0}}, qb_pipe[0]};
	always @(posedge clk)
	    for(n=1; n < z_width; n=n+1)
	       q_pipe[n] <= #1 {q_pipe[n-1], qb_pipe[n]};
	wire [z_width:0] last_q;
	assign last_q = q_pipe[z_width -1];
	always @(posedge clk)
	    q_pipe[z_width] <= #1 {!last_q[z_width-1], last_q[z_width-2:0], 1'b1};
	assign q = q_pipe[z_width];
	assign s = s_pipe[z_width];
endmodule 
==> flow/run.sh <==
#!/bin/bash
# OpenROAD 26Q1-2900-gdf79404cd8, Yosys 0.63+post, stock flow scripts
make -C /OpenROAD-flow-scripts/flow DESIGN_CONFIG=/design/flow/config.mk WORK_HOME=/design/flow/orfs finish
==> flow/config.mk <==
export PLATFORM = sky130hd
export DESIGN_NAME = div
export DESIGN_NICKNAME = div
export VERILOG_FILES = /design/flow/design.v
export SDC_FILE = /design/flow/constraint.sdc
export NUM_CORES = 4
export LEC_CHECK = 1
export CORE_UTILIZATION = 40
==> flow/constraint.sdc <==
current_design div

set clk_period 16.5
set clk_io_pct 0.2

create_clock -name clk0 -period $clk_period [get_ports {clk}]

set non_clock_inputs [all_inputs -no_clocks]
set_input_delay [expr $clk_period * $clk_io_pct] -clock clk0 $non_clock_inputs
set_output_delay [expr $clk_period * $clk_io_pct] -clock clk0 [all_outputs]
==> flow_summary_export.csv <==
group,metric,value,unit
route,wirelength,116000,um
synthesis,postSynthCellCount,5989,
timing,setup_viol_count_final,0,
timing,fin_tns_setup,0,ns
finish,layout-drive-gt1-share,5.98,%
route,n_antenna_cell,0,
hold_path,hold_path.class,"flop to flop",
timing,grt_setup_unrepaired,"false",
global_routing,grt_usage,15.0,%
floorplan,die_x,400,um
synthesis,syn_area,63500,sq um
synthesis,synth_flops,1625,
setup_path,startpoint,"d[0]",
synthesis,synth-edff-count,0,
setup_path,critPathArrivalTime,6.92,ns
timing,min_period,6.24,ns
place,gp_congestion,0.861,
route,vias,41100,
synthesis,ys_top_cells_by_count,"dfxtp_1 (1625), xnor2_1 (591), ha_1 (511)",
synthesis,ys_cells,5989,
setup_path,r2r_cells,12,
global_routing,antenna_found_initial,1,
finish,fin_area,72800,sq um
floorplan,die_h,400,um
synthesis,ys.warnings.count,37,
synthesis,ys_sh_xor,12.3,%
synthesis,ys_sh_adder,10.6,%
route,wire_per_inst,13.8,um
synthesis,ys_area,63500,sq um
setup_path,critical_path_required,17.18,ns
route,top_layer_used,"met4",
hold_path,min_from,"s_pipe[7][12]",
floorplan,rows,145,
place,post-place-ws,9.53,ns
synthesis,ys_sh_aoi,14.1,%
global_routing,grt_max_degree,19,
setup_path,cp-end-kind,"flop",
setup_path,path_class,"input pin to flop",
route,routed-wl-met2,50800,um
synthesis,avgSynthCellArea,10.6,sq um
synthesis,synth-main-ff-cell,"dfxtp_1",
timing,finalCritPeriodShare,37.8,%
synthesis,ys_seq_share,51.2,%
synthesis,synth.top_cell.area_share,51.2,%
flow_run,warnings,26,
timing,fin_skew,0.0387,ns
timing,worstMarginPinSlew,0.872,ns
floorplan,core,157000,sq um
clock_tree,cts_tree,"built",
floorplan,die_area,160000,sq um
clock_tree,clock_path_buffers,3,
clock_tree,path_clk_slew,0.06,ns
timing,hold_viol,0,
place,dp_hpwl,85600,um
flow_run,maxCapViolCount,0,
route,drcViolationCount,0,
finish,areaGrowthSynthToFinish,14.7,%
global_routing,grt_pass1_wl,194000,um
status,status,"finished clean",
place,place_inst,8103,
global_routing,grt_pass1_vias,38900,
timing,max-slew-margin-rel,41.7,%
floorplan,fp_util,40.5,%
clock_tree,post_cts_resized,0,
synthesis,mux_area_share,0.209,%
route,drtIter0Drc,2219,
clock_tree,numCtsBuffers,175,
route,drtPass1Iterations,5,
synthesis,topCellsByArea,"dfxtp_1 (51%), ha_1 (10%), xnor2_1 (8.2%)",
synthesis,synthTopLogicFamily,"AND-OR/OR-AND gates",
floorplan,ioPinCount,113,
route,wl_met1,57800,um
setup_path,r2r_start,"d_pipe[4][16]",
clock_tree,postCtsHoldBufs,0,
route,ant_nets,0,
route,avgViaCountPerCell,4.88,
setup_path,startpoint_type,"input pin",
timing,max_freq,160,MHz
synthesis,simple_gate_share,9.59,%
synthesis,synthArstFlopShare,0,%
route,wl_met3,4780,um
global_routing,grt_overflow,0,
synthesis,yosysMostFrequentCell,"dfxtp_1",
clock_tree,clock-root-buffer,"clkbuf_16",
finish,instances_no_fill,8426,
clock_tree,htreeDepth,4,
timing,drv_slew,0,
timing,worst_slack,10.26,ns
synthesis,synth_cell_type_count,73,
place,place.port_buffers,79,
clock_tree,clkLatencyLatePin,0.81,ns
synthesis,synth_top_cell_by_area,"dfxtp_1",
setup_path,crit_path_max_fanout,10,
hold_path,hold_depth,0,
clock_tree,postCtsSetupBuffers,0,
clock_tree,cts_sinks,1625,
place,place_area,66700,sq um
## kinds of logic (layout without fill, tap and decap cells)
kind of cell    Yosys count  after routing
mux                      13             13
compound gates         1409           1409
flops                  1625           1625
fa+ha+maj               528            528
xor+xnor                890            890
simple gates           1223           1223
buf+inv                 299            647
other cells               2             33
## through the flow
step,hold WS (ns),utilization (%)
after floorplan,0.310,-
final,0.304,46.4
after global routing,0.316,46.4
after detailed placement,0.312,42.5
after global placement,0.310,42.5
after CTS,0.303,46.4
## routing by layer
layer,vias up,global-route usage [%]
met3,192,2.44
li1,21500,-
met1,18800,23.0
met5,-,0
met2,618,22.9
met4,0,2.96
## final cells by class
class                   count  area (sq um)
multi-input cells        4096         29800
repair buffers             88           858
flip-flops and latches   1625         32500
well taps                2058          2570
inverters                 236           886
fillers                 14000         84100
clock buffers             233          4910
clock inverters            90          1210
## critical path: stages
cell and delay, ns:
clkdlybuf4s50_1 0.65, xor2_1 0.66, o21ai_0 0.25, xor2_1 0.20, ha_1 0.32, a211o_1 0.32, a211oi_1 0.34, o31ai_1 0.18
a311oi_1 0.41, a21oi_1 0.14, xor2_1 0.15
## layout by cell type (no fill, tap or decap), types with 79 or more instances in the layout
master / count
dfxtp_1: 1625
xnor2_1: 591
ha_1: 511
a21oi_1: 446
nor2_1: 423
xor2_1: 299
o21ai_0: 267
inv_1: 218
nand2_1: 214
clkbuf_16: 175
nor3_1: 136
a21o_1: 129
o21a_1: 94
nor2b_1: 87
clkdlybuf4s50_1: 79
## sequential cells by signal, summed over array words and instances, names as in the netlist
name / cells
q_pipe: 496
last_q: 31
d_pipe: 480
s_pipe: 618
## worst paths after layout
| path | slack, ns | endpoint |
|---|---|---|
| worst max-delay path | 10.26 | s_pipe[1][31] |
| worst max register to register | 12.49 | s_pipe[5][32] |
| worst min register to register | 0.30 | s_pipe[8][13] |
| worst min-delay path | 0.30 | s_pipe[8][13] |
